## /design/flow/run.sh

```bash
#!/bin/bash
# OpenROAD 26Q1-2900-gdf79404cd8, Yosys 0.63+post, stock flow scripts
make -C /OpenROAD-flow-scripts/flow DESIGN_CONFIG=/design/flow/config.mk WORK_HOME=/design/flow/orfs finish
```

## /design/flow/config.mk

```make
export PLATFORM = sky130hd
export DESIGN_NAME = alu
export DESIGN_NICKNAME = alu
export VERILOG_FILES = /design/flow/design.v
export SDC_FILE = /design/flow/constraint.sdc
export NUM_CORES = 4
export LEC_CHECK = 1
export CORE_AREA = 10 10 77 77
export DIE_AREA = 0 0 87 87
```

## /design/flow/constraint.sdc

```tcl
current_design alu

set clk_period 3.6
set clk_io_pct 0.2

create_clock -name clk0 -period $clk_period [get_ports {clk}]

set non_clock_inputs [all_inputs -no_clocks]
set_input_delay [expr $clk_period * $clk_io_pct] -clock clk0 $non_clock_inputs
set_output_delay [expr $clk_period * $clk_io_pct] -clock clk0 [all_outputs]
```

## /design/flow/design.v

```verilog
`timescale 1ns/1ns
module alu(alu_out,zero,data,accum,alu_ena,opcode,clk);
output [7:0] alu_out;
output zero;
input [7:0] data,accum;
input [2:0] opcode;
input alu_ena,clk;
reg [7:0] alu_out;
parameter 	HLT = 3'b000,
				SKZ = 3'b001,
				ADD = 3'b010,
				ANDD = 3'b011,
				XORR = 3'b100,
				LDA = 3'b101,
				STO = 3'b110,
				JMP = 3'b111;
assign zero = !accum;
always @(posedge clk)
if(alu_ena)
begin 
	casex (opcode)
		HLT: alu_out <= accum;
		SKZ: alu_out <= accum;
		ADD: alu_out <= data + accum;
		ANDD: alu_out <= data & accum;
		XORR: alu_out <= data ^ accum;
		LDA: 	alu_out <= data;
		STO: 	alu_out <= accum;
		JMP: 	alu_out <= accum;
		default: alu_out <= 8'bxxxx_xxxx;
	endcase
end
endmodule
```

==> reports/metrics.csv <==
stage,metric,value,unit
timing,maxSlewViolCount,0,
finish,regMostFlops,alu_out,
logic_synthesis,netlist_area,0.00107,mm^2
grt,antenna_found_initial,0,
grt,use_met1,9.64,%
clocking,clockRootBuffer,clkbuf_8,
job,openroad.warnings,25,
status,status,"complete, no violations",
floorplan,core,0.00435,mm^2
clocking,path_clk_slew,0.04,ns
logic_synthesis,synthCells,120,
floorplan,row_count,24,
detailed_routing,drtIter0Drc,107,
finish,postLayoutCoreUtil,32.9,%
detailed_routing,drt-total-wl,2.74,mm
floorplan,ios,30,
detailed_routing,drt_first_pass_iters,4,
grt,grt_usage,7.05,%
pwr,power_density,259,mW/mm^2
timing,finalHoldViolCount,0,
finish,design_area,0.00143,mm^2
worst_setup_path,cp-end-kind,output port,
worst_setup_path,path_class,primary input to output port,
clocking,ctsResizeCount,0,
finish,largest_reg_flops,8,
logic_synthesis,ff_type,edfxtp_1,
clocking,post_cts_buffers,0,
clocking,hold_buffers,0,
worst_setup_path,cp.required,2.88,ns
detailed_routing,drt_drc_violations_left,0,
detailed_routing,ant_nets,0,
logic_synthesis,synth_seq_share,22.5,%
grt,grt_max_degree,21,
clocking,cts_tree,done,
placed_design,numPortBuffers,29,
clocking,cts_num_sinks,8,
floorplan,die_h,87,um
timing,setup_viol,0,
clocking,htree_num_levels,1,
hold_path,hold_class,primary input to flip-flop,
grt,met3_usage,1.79,%
placed_design,post_dp_cell_area,0.00139,mm^2
floorplan,dieArea,0.00757,mm^2
timing,rsz0062_at_grt,no,
timing,max_slew_margin,61.8,%
detailed_routing,vias,1016,
logic_synthesis,edf_count,8,
timing,tightest_slew,0.558,ns
timing,fin_setup_tns,0,ns
finish,fillerInstances,421,
logic_synthesis,avgSynthCellArea,8.91,um^2
finish,final_cells,199,
timing,fin_crit_sh,85.8,%
timing,max_clock_freq,324,MHz
grt,grt_busiest_layer,met2,
placed_design,post-dp-hpwl,2.19,mm
grt,grt_pass1_vias,984,
detailed_routing,diodes,0,
logic_synthesis,ys_area,0.00107,mm^2
pwr,peakVddDrop,74.1,uV
worst_setup_path,crit_arrival,2.37,ns
worst_setup_path,startpoint_type,primary input,
finish,layout_top_cells,"29 x clkdlybuf4s50_1, 15 x nand2_1, 9 x mux2i_1",
grt,met2_usage,11.1,%
worst_setup_path,crit_fanout,4,
placed_design,dp.cells,196,
detailed_routing,routed_via_density,5.11,
job,cap_viol_max_count,0,
grt,grt_first_pass_wirelength,4.55,mm
finish,reg_top3,alu_out x8,
floorplan,initial_utilization,24.6,%
timing,finalCriticalPeriod,3.09,ns
logic_synthesis,synth_warnings,1,
logic_synthesis,ys_cells,120,
logic_synthesis,synth_cell_types,37,
finish,lay_top_count,clkdlybuf4s50_1,
finish,drive_gt1_share,5.44,%
placed_design,globalplace.congestion,0.834,
detailed_routing,routedWlPerCell,13.8,um
clocking,clock_path_buffers,2,
pwr,p_leak,0.000546,uW
floorplan,die_x,87,um
logic_synthesis,synth_flops,8,
logic_synthesis,synth-async-reset-ratio,0,%
finish,syn_to_final_growth,34.0,%
clocking,cts_buffers,3,
grt,grt_overflow,0,
## stage by stage
step | worst slack [ns] | power [uW] | hold slack [ns]
2_1_floorplan | 1.43 | 205 | 0.832
4_1_cts | 0.499 | 374 | 1.33
6_report | 0.512 | 371 | 1.32
3_3_place_gp | 0.516 | 269 | 1.47
3_5_place_dp | 0.507 | 270 | 1.47
5_1_grt | 0.448 | 398 | 1.38
## path summary, 6_finish.rpt
path / from / end / slack (ns) / cells after the start
worst max-delay path: accum[6] / zero / 0.51 / 4
worst min-delay path: alu_ena / alu_out[3] / 1.32 / 1
## metal layers
layer | part of all wire (%) | routed length, um
met5 | 0 | 0
met4 | 1.3 | 36
met3 | 9.6 | 264
met2 | 45 | 1230
met1 | 44 | 1210
## synth_stat cells (all sizes together), types with 2 or more instances
master	number	area share [%]
nand2	15	5.3
mux2i	9	8.4
o21ai	9	4.2
edfxtp	8	22
ha	8	9.4
nor3b	7	4.9
a211oi	6	4.2
a21oi	6	2.8
buf	5	4.1
nand3	4	1.9
clkbuf	3	1.1
nand2b	3	1.8
nor2b	3	1.8
o211a	3	2.8
o211ai	3	2.1
a21o	2	1.4
a311o	2	1.9
a311oi	2	1.6
nor2	2	0.70
nor4b	2	2.8
o22ai	2	1.2
or4	2	1.4
xor2	2	1.6
## cells by family after synthesis
group,Yosys count,share of synthesized area (%)
muxes,10,9.47
and+or+nand+nor,41,22.6
buffers and inverters,9,5.50
adders and majority gates,9,11.2
DFF,8,22.5
AOI/OAI and AO/OA,41,27.1
xor gates and xnor gates,2,1.64
## power by group
part	switching, uW	internal, uW	total [uW]
Clock	30.0	71.9	102
Combinational	68.8	81.2	150
Sequential	2.23	117	119
Total	101	270	371
## final cells by class
class                      count  area, um^2  share of cell area (%)
multi-input combinational    103         771                    53.8
tap                           52        65.1                    4.54
timing repair buffer          32         313                    21.8
inverter                       1        3.75                   0.262
clock buffer                   3        41.3                    2.88
sequential                     8         240                    16.8
## worst max-delay path, stage by stage
cell	delay [ns]
clkdlybuf4s50_1	0.48
or4_1	0.54
nor2_1	0.15
clkdlybuf4s50_1	0.48
No activity file was given, so power comes from the tool's default toggle rates.
