`config.mk`:
```
export PLATFORM = sky130hd
export DESIGN_NAME = ram
export DESIGN_NICKNAME = ram
export VERILOG_FILES = /design/flow/design.v
export SDC_FILE = /design/flow/constraint.sdc
export NUM_CORES = 4
export LEC_CHECK = 1
export CORE_UTILIZATION = 30
export SYNTH_MEMORY_MAX_BITS = 65536
```
`constraint.sdc`:
```
current_design ram

set clk_period 69.0
set clk_io_pct 0.2

create_clock -name clk0 -period $clk_period [get_ports {write}]

set non_clock_inputs [all_inputs -no_clocks]
set_input_delay [expr $clk_period * $clk_io_pct] -clock clk0 $non_clock_inputs
set_output_delay [expr $clk_period * $clk_io_pct] -clock clk0 [all_outputs]
```
`design.v`:
```
module ram(data , addr, ena, read, write);
inout [7:0] data;
input [9:0] addr;
input ena ;
input read,write;
reg [7:0] ram [10'h3ff:0];
assign data = (read &&ena)? ram [addr] : 8'hzz;
always @(posedge write)
ram[addr] <= data;
endmodule 
module rom (data,addr,read, ena);
input [12:0] addr;
output[7:0] data ;
input read, ena;
reg [7:0] memory [13'h1fff:0];
wire [7:0] data;
assign data = (read && ena) ? memory[addr]:8'bzzzz;
endmodule 
```
`run.sh`:
```
#!/bin/bash
# OpenROAD 26Q1-2900-gdf79404cd8, Yosys 0.63+post, stock flow scripts
make -C /OpenROAD-flow-scripts/flow DESIGN_CONFIG=/design/flow/config.mk WORK_HOME=/design/flow/orfs finish
```
==> impl_metrics.py <==
# Flow results
metrics = {
    "yosys": {
        "ys.flops": 8192,
        "edf_count": 8192,
        "ys_area_um2": 317000,
        "dominantRegCellSynth": "edfxtp_1",
        "synth_warnings": 3,
        "synthDistinctLibCells": 63,
        "synthCells": 16800,
        "ys_cells": 16800,
        "synth.avg_cell_area_um2": 18.8,
        "netlist_area_um2": 317000,
        "async_reset_ff_share_pct": 0,
        "yosysSeqAreaShare_pct": 77.7,
    },
    "outcome": {
        "status": "aborted with a tool error",
        "lastStage": "clock tree synthesis",
        "firstError": "[error] [KeplerFormal.cpp:679] Workflow failed: Iso has multiple drivers: .data4, place1266.X0",
    },
    "floorplan": {
        "die_w_mm": 1.03,
        "fp_util_pct": 30.1,
        "io_pins": 21,
        "rows": 377,
        "die_h_mm": 1.03,
    },
    "clock_tree": {
        "clockRootBuffer": "clkbuf_16",
        "holdBufCountCts": 0,
        "cts_buffers": 787,
        "cts_resized": 0,
        "cts_setup_buffers": 0,
        "cts_sinks": 8192,
        "cts_htree_levels": 6,
        "clk_path_buf_depth": 4,
    },
    "place": {
        "pre_cts_ws_ns": 32.86,
        "numPortBuffers": 10,
        "hpwl_mm": 538,
        "place.gp.congestion": 0.899,
    },
}
==> cell usage after synthesis, types with 3 or more instances <==
master	instances	share of area (%)
a22oi_1	85	0.20
a211oi_1	114	0.27
nand3_1	163	0.26
or4_1	5	0.012
o211ai_1	66	0.16
nand4b_1	3	0.0083
o22a_1	50	0.14
mux2i_1	2759	8.7
nor3_1	136	0.22
buf_4	61	0.14
buf_1	83	0.098
and4_1	7	0.019
nand4bb_1	5	0.018
a31oi_1	25	0.049
nor4_1	158	0.31
o31ai_1	8	0.019
buf_2	463	0.73
nand3b_1	8	0.019
clkbuf_1	477	0.57
nand4_1	22	0.043
and3_1	9	0.018
and3b_1	3	0.0083
nor2_1	1517	1.8
or3_1	6	0.012
o21ai_0	126	0.20
a311oi_1	7	0.019
or4b_2	4	0.013
and2_1	9	0.018
o22ai_1	986	1.9
o311ai_0	8	0.022
o21bai_1	11	0.026
buf_6	11	0.039
o221ai_1	40	0.11
edfxtp_1	8192	78
nor3b_1	4	0.0095
a21oi_1	108	0.17
a2bb2oi_1	14	0.039
mux4_2	726	5.2
nand2_1	173	0.21
mux2_2	31	0.11
a211o_1	3	0.0083
o2111ai_1	96	0.27
nor2b_1	9	0.018
==> cells by family after synthesis <==
family | synth area share (%)
simple gates | 3.04
buf+inv | 1.58
compound gates | 3.67
mux | 14.0
flops | 77.7
==> per-stage QoR <==
stage	utilization, %	area (um2)	std cells	hold slack (ns)
global placement	31.8	335000	30400	1.40
detailed placement	31.8	335000	30400	1.40
floorplan	-	317000	16800	14.53
