==> /design/flow/design.v <==
module EEPROM_I2CWR (
						rst,	 
						CLK,	 
						WR,	 
						RD,	 
						ADDR,	 
						SDA,	 
						DATA,	 
						SCL,	 
						ACK	 
					  );
parameter 
	IDLE 			= 11'b000_0000_0001,
	Ready			= 11'b000_0000_0010,
	Write_start = 11'b000_0000_0100,
	Ctrl_write 	= 11'b000_0000_1000,
	Addr_write 	= 11'b000_0001_0000,
	Data_write 	= 11'b000_0010_0000,
	Read_start 	= 11'b000_0100_0000,
	Ctrl_read 	= 11'b000_1000_0000,
	Data_read 	= 11'b001_0000_0000,
	Stop = 		  11'b010_0000_0000,
	Ackn = 		  11'b100_0000_0000,
	sh8out_bit7 = 9'b0_0000_0001,
	sh8out_bit6 = 9'b0_0000_0010,
	sh8out_bit5 = 9'b0_0000_0100,
	sh8out_bit4 = 9'b0_0000_1000,
	sh8out_bit3 = 9'b0_0001_0000,
	sh8out_bit2 = 9'b0_0010_0000,
	sh8out_bit1 = 9'b0_0100_0000,
	sh8out_bit0 = 9'b0_1000_0000,
	sh8out_end =  9'b1_0000_0000,
	sh8in_begin = 10'b00_0000_0001,
	sh8in_bit7 =  10'b00_0000_0010,
	sh8in_bit6 =  10'b00_0000_0100,
	sh8in_bit5 =  10'b00_0000_1000,
	sh8in_bit4 =  10'b00_0001_0000,
	sh8in_bit3 =  10'b00_0010_0000,
	sh8in_bit2 =  10'b00_0100_0000,
	sh8in_bit1 =  10'b00_1000_0000,
	sh8in_bit0 =  10'b01_0000_0000,
	sh8in_end =   10'b10_0000_0000,
	head_begin = 3'b001,
	head_bit = 3'b010,
	head_end = 3'b100,
	stop_begin = 3'b001,
	stop_bit = 3'b010,
	stop_end = 3'b100,
	YES = 1'b1,
	NO = 1'b0;
input rst;
input CLK;
input RD,WR;
input [10:0] ADDR;
inout SDA;
inout [7:0] DATA;
output SCL;
output ACK;
reg ACK;
reg SCL;
reg WF,RF;
reg FF;
reg [1:0] head_buf;			 
reg [1:0] stop_buf;			 
reg [7:0] sh8out_buf;		 
reg [8:0] sh8out_state;		
reg [9:0] sh8in_state;
reg [2:0] head_state;
reg [2:0] stop_state;
reg [10:0] main_state;
reg [7:0] data_from_rm;		 
reg link_sda;				 
reg link_read;				 
reg link_write;			 
reg link_stop;				 
reg link_head;				 
wire sda1,sda2,sda3,sda4;
assign sda1 = (link_head)? 	head_buf[1] :	1'b0;	 
assign sda2 = (link_write)? 	sh8out_buf[7]: 1'b0;	 
assign sda3 = (link_stop)? 	stop_buf[1] :	1'b0;	 
assign sda4 = (sda1|sda2|sda3);							 
assign SDA = (link_sda)? 		sda4 :			1'bz;	 
assign DATA = (link_read)? 	data_from_rm: 	8'hzz; 
always @(negedge CLK)
begin 
	if(rst)
		SCL <= 0;
	else 
		SCL <= ~SCL;
end
always @(posedge CLK)
if(rst)
	begin 
		link_head <= NO;
		link_read <= NO;
		link_write <= NO;
		link_sda <= NO;
		ACK <= NO;			
		RF <= NO;
		WF <= NO;
		FF <= NO;
		main_state <= IDLE;
	end
else 
	begin 
		casex(main_state)
			IDLE: 						
				begin 
					link_read <= NO;
					link_write <= NO;
					link_head <= NO;
					link_stop <= NO;
					link_sda <= NO;
					if(WR)
					begin 
						WF <= 1;			 
							main_state <= Ready;
					end
					else if (RD)
							begin 
								RF <=1; 	 
								main_state <= Ready;
							end
							else 
							begin 
								WF <=0 ;
								RF <= 0;
								main_state <= IDLE;
							end
				end
				Ready:					
					begin 
						link_read <= NO;
						link_write <= NO;
						link_head <= YES;
						link_sda <= YES;
						link_stop <= NO;
						head_buf[1:0] <= 2'b10;	 
						stop_buf[1:0] <= 2'b01;	 
						head_state <= head_begin;
						FF <= 0;						 
						ACK <= 0;
						main_state <= Write_start;
					end
			Write_start:
				begin 
					if(FF==0)
					shift_head;						
					else 
					begin	 
						sh8out_buf[7:0] <= {1'b1,1'b0,1'b1,1'b0,ADDR[10:8],1'b0}; 
						link_head <= NO;
						link_write <= YES;
						FF <= 0;
						sh8out_state <= sh8out_bit6;
						main_state <= Ctrl_write;
					end
				end
			Ctrl_write:
				if(FF==0)
					shift8_out;
					else 
						begin 
							sh8out_state <= sh8out_bit7;
							sh8out_buf[7:0] <= ADDR[7:0];
							FF <=0;
							main_state <= Addr_write;
						end
				Addr_write:
					if(FF ==0 )
						shift8_out;
						else 
						begin
							FF <=0;
							if(WF)
							begin 
								sh8out_state <= sh8out_bit7;
								sh8out_buf[7:0] <= DATA;
								main_state <= Data_write;
							end
							if(RF)
							begin 
								head_buf <= 2'b10;
								head_state <= head_begin;
								main_state <= Read_start;
							end
						end
				Data_write:
					if(FF==0)
						shift8_out;
					else 
					begin 
						stop_state <= stop_begin;
						main_state <= Stop;
						link_write <= NO;
						FF <= 0;
					end
				Read_start:
					if(FF==0)
						shift_head;
					else 
					begin 
						sh8out_buf <= {1'b1,1'b0,1'b1,1'b0,ADDR[10:8],1'b1};
						link_head <= NO;
						link_sda <= YES;
						link_write <= YES;
						FF <= 0;
						sh8out_state <= sh8out_bit6;
						main_state <= Ctrl_read;
					end
				Ctrl_read:
					begin 
						if(FF==0)
							shift8_out;
						else 
						begin 
							link_sda <= NO;
							link_write <= NO;
							FF <= 0;
							sh8in_state <= sh8in_begin ;
							main_state <= Data_read;
						end
					end
				Data_read:
					if(FF==0)
						shift8in;
					else 
					begin
						link_stop <= YES;
						link_sda <= YES;
						stop_state <= stop_bit;
						FF <= 0;
						main_state <= Stop;
					end
				Stop :
				if(FF==0)
					shift_stop;
				else 
					begin 
						ACK <= 1;
						FF <= 0;
						main_state <= Ackn;
					end
				Ackn:
				begin 
					ACK <=0;
					WF <= 0;
					RF <= 0;
					main_state <= IDLE;
				end
				default: main_state <= IDLE;
		endcase 
	end
	task shift8in;
	begin 
		casex(sh8in_state)
			sh8in_begin:
				sh8in_state <= sh8in_bit7;
			sh8in_bit7:
				if(SCL)
				begin 
					data_from_rm[7] <= SDA;
					sh8in_state <= sh8in_bit6;
				end
				else 
				sh8in_state <= sh8in_bit7;
			sh8in_bit6:
							if(SCL)
							begin 
								data_from_rm[6] <= SDA;
								sh8in_state <= sh8in_bit5;
							end
							else 
							sh8in_state <= sh8in_bit6;
			sh8in_bit5:
							if(SCL)
							begin 
								data_from_rm[5] <= SDA;
								sh8in_state <= sh8in_bit4;
							end
							else 
							sh8in_state <= sh8in_bit5;
			sh8in_bit4:
							if(SCL)
							begin 
								data_from_rm[4] <= SDA;
								sh8in_state <= sh8in_bit3;
							end
							else 
							sh8in_state <= sh8in_bit4;
			sh8in_bit3:
							if(SCL)
							begin 
								data_from_rm[3] <= SDA;
								sh8in_state <= sh8in_bit2;
							end
							else 
							sh8in_state <= sh8in_bit3;
			sh8in_bit2:
							if(SCL)
							begin 
								data_from_rm[2] <= SDA;
								sh8in_state <= sh8in_bit1;
							end
							else 
							sh8in_state <= sh8in_bit2;
			sh8in_bit1:
							if(SCL)
							begin 
								data_from_rm[1] <= SDA;
								sh8in_state <= sh8in_bit0;
							end
							else 
							sh8in_state <= sh8in_bit1;
			sh8in_bit0:
							if(SCL)
							begin 
								data_from_rm[0] <= SDA;
								sh8in_state <= sh8in_end;
							end
							else 
							sh8in_state <= sh8in_bit0;
			sh8in_end:
							if(SCL)
							begin 
								link_read <= YES;
								FF <= 1;
								sh8in_state <= sh8in_bit7;
							end
							else 
							sh8in_state <= sh8in_end;
			default: 
					begin 
						link_read <= NO;
						sh8in_state <= sh8in_bit7;
					end
		endcase 
	end
	endtask
task shift8_out;
begin 
	casex (sh8out_state)
		sh8out_bit7:
			if(!SCL) 
			begin 
				link_sda <= YES;
				link_write <= YES;
				sh8out_state <= sh8out_bit6;
			end
			else 
				sh8out_state  <= sh8out_bit7;
		sh8out_bit6:
			if(!SCL) 
			begin 
				link_sda <= YES;
				link_write <= YES;
				sh8out_state <= sh8out_bit5;
				sh8out_buf <= sh8out_buf <<1;
			end
			else 
				sh8out_state  <= sh8out_bit6;
		sh8out_bit5:
			if(!SCL) 
			begin 
				sh8out_state <= sh8out_bit4;
				sh8out_buf <= sh8out_buf <<1;
			end
			else 
				sh8out_state  <= sh8out_bit5;
		sh8out_bit4:
			if(!SCL) 
			begin 
				sh8out_state <= sh8out_bit3;
				sh8out_buf <= sh8out_buf <<1;
			end
			else 
				sh8out_state  <= sh8out_bit4;
		sh8out_bit3:
			if(!SCL) 
			begin 
				sh8out_state <= sh8out_bit2;
				sh8out_buf <= sh8out_buf <<1;
			end
			else 
				sh8out_state  <= sh8out_bit3;
		sh8out_bit2:
			if(!SCL) 
			begin 
				sh8out_state <= sh8out_bit1;
				sh8out_buf <= sh8out_buf <<1;
			end
			else 
				sh8out_state  <= sh8out_bit2;
		sh8out_bit1:
			if(!SCL) 
			begin 
				sh8out_state <= sh8out_bit0;
				sh8out_buf <= sh8out_buf <<1;
			end
			else 
				sh8out_state  <= sh8out_bit1;
		sh8out_bit0:
			if(!SCL) 
			begin 
				sh8out_state <= sh8out_end;
				sh8out_buf <= sh8out_buf <<1;
			end
			else 
				sh8out_state  <= sh8out_bit0;
		sh8out_end:
			if(!SCL) 
			begin 
				link_sda <= NO;
				link_write <= 1;
				FF <=1;
			end
			else 
				sh8out_state  <= sh8out_end;
		endcase 
end
endtask
task shift_head;
begin 
	casex (head_state)
		head_begin:
			if(!SCL)
			begin 
				link_write <= NO;
				link_sda <= YES;
				link_head <= YES;
				head_state <= head_bit;
			end
			else 
				head_state <= head_begin;
		head_bit:
			if(SCL)
			begin 
				FF <=1;
				head_buf <= head_buf <<1;
				head_state <= head_end;
			end
			else 
				head_state <= head_bit;
		head_end:
			if(!SCL)
			begin 
				link_head <= NO;
				link_write <= YES;
			end
			else 
				head_state <= head_end;
		endcase 
end
endtask 
task shift_stop;
begin 
	casex(stop_state)
		stop_begin: 
			if(!SCL)
			begin 
				link_sda <= YES;
				link_write <= NO;
				link_stop <= YES;
				stop_state <= stop_bit;
			end
			else 
				stop_state <= stop_begin;
		stop_bit:
			if(!SCL)
			begin 
				stop_buf <= stop_buf <<1;
				stop_state <= stop_end;
			end
			else 
				stop_state <= stop_bit;
		stop_end:
			if(!SCL)
			begin 
				link_head <= NO;
				link_stop <= NO;
				link_sda <= NO;
				FF <=1;
			end
			else 
				stop_state <= stop_end;
		endcase
end	
endtask
endmodule	
==> /design/flow/run.sh <==
#!/bin/bash
# OpenROAD 26Q1-2900-gdf79404cd8, Yosys 0.63+post, stock flow scripts
make -C /OpenROAD-flow-scripts/flow DESIGN_CONFIG=/design/flow/config.mk WORK_HOME=/design/flow/orfs finish
==> /design/flow/config.mk <==
export PLATFORM = sky130hd
export DESIGN_NAME = EEPROM_I2CWR
export DESIGN_NICKNAME = EEPROM_I2CWR
export VERILOG_FILES = /design/flow/design.v
export SDC_FILE = /design/flow/constraint.sdc
export NUM_CORES = 4
export LEC_CHECK = 1
export CORE_UTILIZATION = 30
==> /design/flow/constraint.sdc <==
current_design EEPROM_I2CWR

set clk_period 3.6
set clk_io_pct 0.2

create_clock -name clk0 -period $clk_period [get_ports {CLK}]

set non_clock_inputs [all_inputs -no_clocks]
set_input_delay [expr $clk_period * $clk_io_pct] -clock clk0 $non_clock_inputs
set_output_delay [expr $clk_period * $clk_io_pct] -clock clk0 [all_outputs]
==> writeup.txt <==
With the number of flops mapped to enable cells by yosys at 20, the number of clock sinks is 63. The placement summary gives the final routability congestion estimate as 0.932. After synthesis, the mean cell area works out to 9.89 sq um. The tool reported: "[error] [KeplerFormal.cpp:679] Workflow failed: Iso has multiple drivers: .DATA0, DATA[0]$_DFFE_PP_.Q0". The logs give 30.7% for the effective utilization at floorplan and 3 for the count of yosys warnings during synthesis.

The tree is rooted in a sky130_fd_sc_hd__clkbuf_8. In this run the horizontal extent of the chip is 102 um. The run gives 0% for the share of flip-flops with an asynchronous set or reset after synthesis. Once placement finished, the instance area stood at 3280 sq um. With the netlist area before placement at 2990 sq um, the Yosys chip area is 2990 sq um.

Sequential cells were found to cover 48.9% of the synthesized design area. The run gives 1 for the post-CTS setup repair buffer count. In the synthesized netlist the dominant register cell turns out to be sky130_fd_sc_hd__dfxtp_1. The vertical die size was 102 um; the count of instances resized after the clock tree is built was 3.

The sum of net half-perimeters after detailed placement is 4.92 mm. The run gives 36 as the number of rows created at floorplan. The run gives 0 for the post-cts hold-fix buffer tally. Per the TritonCTS log, the buffer count is 9. The total cells reported by yosys after synthesis is 302, and the count of boundary I/O pins is 26. The run stopped with a tool error.

Counting along the longest clock path gives a buffer depth of 2. The detailed placer reported the number of placed instances as 439. The post-synth register bit count is 63. As logged by OpenROAD, the buffers inserted on ports number 16. The run gives 60 for the count of cell types in the netlist. Synthesis produced a netlist whose cell count is 302. Per the run summary, the flow got no further than 4_1_cts.

The run gives 3 as the H-tree depth.
[metrics by stage]
stage	hold WS, ps	util, %	worst slack (ps)
after floorplan	417	-	202
after global placement	426	33.7	102
after detailed placement	431	33.7	69.0
[cells by family after synthesis]
kind of cell	count (synthesis)	share of synthesized area, %
AND-OR/OR-AND	112	26.2
AND/OR/NAND/NOR	84	16.1
flip-flops	63	48.9
buffers and inverters	31	4.78
multiplexers	12	4.02
[cell usage after synthesis (3+ instances only)]
master	number	area share, %
sky130_fd_sc_hd__a2111oi_0	3	0.88
sky130_fd_sc_hd__nand3b_1	3	0.75
sky130_fd_sc_hd__buf_2	6	1.0
sky130_fd_sc_hd__a22oi_1	8	2.0
sky130_fd_sc_hd__clkbuf_1	10	1.3
sky130_fd_sc_hd__and2_1	10	2.1
sky130_fd_sc_hd__o31ai_1	3	0.75
sky130_fd_sc_hd__nand3_1	3	0.50
sky130_fd_sc_hd__inv_1	9	1.1
sky130_fd_sc_hd__a31oi_1	6	1.3
sky130_fd_sc_hd__o221ai_1	4	1.2
sky130_fd_sc_hd__o21ai_0	13	2.2
sky130_fd_sc_hd__nor3_1	6	1.0
sky130_fd_sc_hd__nor2b_1	3	0.63
sky130_fd_sc_hd__dfxtp_1	43	29
sky130_fd_sc_hd__a21o_1	11	2.8
sky130_fd_sc_hd__a22o_1	11	3.2
sky130_fd_sc_hd__edfxtp_1	20	20
sky130_fd_sc_hd__mux2i_1	12	4.0
sky130_fd_sc_hd__a41oi_1	3	0.88
sky130_fd_sc_hd__o22ai_1	4	0.84
sky130_fd_sc_hd__nand2_1	14	1.8
sky130_fd_sc_hd__a21oi_1	26	4.4
sky130_fd_sc_hd__nand2b_1	3	0.63
sky130_fd_sc_hd__nor2_1	22	2.8
